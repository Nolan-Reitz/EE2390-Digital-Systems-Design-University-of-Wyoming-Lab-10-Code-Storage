$ cat flow/config.mk
export PLATFORM = sky130hd
export DESIGN_NAME = bigcount
export DESIGN_NICKNAME = bigcount
export VERILOG_FILES = /design/flow/design.v
export SDC_FILE = /design/flow/constraint.sdc
export NUM_CORES = 4
export LEC_CHECK = 1
export CORE_AREA = 10 10 70 70
export DIE_AREA = 0 0 80 80
$ cat flow/constraint.sdc
current_design bigcount

set clk_period 2.3
set clk_io_pct 0.2

create_clock -name clk0 -period $clk_period [get_ports {clk}]

set non_clock_inputs [all_inputs -no_clocks]
set_input_delay [expr $clk_period * $clk_io_pct] -clock clk0 $non_clock_inputs
set_output_delay [expr $clk_period * $clk_io_pct] -clock clk0 [all_outputs]
$ cat flow/design.v
module bigcount(msd,lsd,clk,clr,en,up);
	output [3:0] msd,lsd;
	input  clk,clr,en,up;
	wire  upen,bken,msden;
	count lsdig(lsd,clk,clr,en,up,upen,bken);
	count msdig(msd,clk,clr,msden,up, , );
	assign msden = (clr && en) || upen || bken;
endmodule
module count(cnt,clk,clr,en,up,upen,bken, rollover);
	output [3:0] cnt;
	output       upen, bken;
	output reg rollover;
	input        clk, clr, en, up;
	reg    [3:0] cnt, ncnt;
	always @(posedge clk)
	begin
		if(en)  
			if(clr)
				cnt <=  0;  
			else
				cnt <= ncnt;  
		else
			cnt <= cnt; 
	end
	always @(cnt or up)
	begin
		if(up)begin
			rollover = cnt == 9 ? 1'b1 : 1'b0;
			ncnt=(cnt==9) ? 0 : cnt+1;
		end else begin
			rollover = cnt == 0 ? 1'b1 : 1'b0;
			ncnt=(cnt==0) ? 9 : cnt-1;
		end
	end
	assign upen = (cnt==9) && up && en;
	assign bken = (cnt==0) && !up && en;
endmodule
$ cat flow/run.sh
#!/bin/bash
# OpenROAD 26Q1-2900-gdf79404cd8, Yosys 0.63+post, stock flow scripts
make -C /OpenROAD-flow-scripts/flow DESIGN_CONFIG=/design/flow/config.mk WORK_HOME=/design/flow/orfs finish
==> run notes <==
• **number of sinks driven by the clock tree** 8
• **async set-reset flop share out of synthesis** 0%
• **post-route core utilization** 23.0%
• **Area leader share** 37.6%
• **worst r2r dst** msdig.cnt[1]
• **hold depth** 1
• **pre-CTS WS** 0.215 ns
• **Top delay family on crit path** flip-flops
• **core utilization before placement** 18.7%
• **internal power summed over all cells** 0.279 mW
• **area of the mapped netlist** 638 um^2
• **Reg2Reg Setup Slack** 0.54 ns
• **number of vias per cell after detailed routing** 4.41
• **setup total negative slack** 0 ns
• **number of fill cells in the layout** 369
• **global placer's final weighted congestion** 0.790
• **Final Critical Period** 1.90 ns
• **reported leakage power** 0.252 nW
• **layout cells sized above 1** 10.4%
• **power after layout** 0.371 mW
• **Congestion Overflow GR** 0
• **Gate Count Post-Synth** 70
• **initial antenna violation count** 0
• **Area growth syn-to-layout** 23.1%
• **vertical die dimension** 80 um
• **part of the total power dissipated in the clock network** 26.3%
• **sequential cell area fraction in the yosys report** 37.6%
• **CTS Buffer Depth** 2
• **launch instance of the worst min-delay path** msdig.cnt[1]
• **Non-Filler Instances** 123
• **total net switching power** 0.0917 mW
• **H-tree level count** 1
• **total die area** 6400 um^2
• **number of buffers inserted during clock tree synthesis** 3
• **worst-skew pair later-pin latency** 0.24 ns
• **startpoint types** flip-flop
• **slew at the pin closest to its max-slew limit** 0.475 ns
• **clock transition time at the flip-flop clock pins of the worst setup and hold paths** 0.05 ns
• **clock tree from TritonCTS** built
• **most area-hungry cell type in the Yosys netlist** sky130_fd_sc_hd__edfxtp_1
• **total antenna diodes in the routed design** 0
• **Post-Place Cell Area** 763 um^2
• **number of synthesis warnings** 1
• **combinational fraction of design power** 19.7%
• **buffers added on ports** 11
• **worst relative slew slack** 68.3%
• **YS chip area** 638 um^2
• **count of final max-slew check failures** 0
• **post-synthesis cell count from yosys** 70
• **IO Pins** 12
• **worst path setup slack after routing** 0.402 ns
• **depth of the most critical reg-to-reg path** 3
• **Placed Cells incl. Taps** 120
• **top-count cell post-synth** sky130_fd_sc_hd__edfxtp_1
• **hold buffer count at cts** 0
• **critical path, cell by cell** clkdlybuf4s50_1
• **kind of capture point of the worst setup path** output port
• **Max IR drop VDD** 0.109 mV
• **setup repair after global routing missed its margin** no
• **# DRC** 0
• **Commonest flop** sky130_fd_sc_hd__edfxtp_1
• **cell area after layout** 786 um^2
• **via count of the first global-routing pass** 491
• **clock root buffer master** sky130_fd_sc_hd__clkbuf_4
• **number of iterations in the first detailed-routing pass** 4
• **buffer-and-inverter tally for the worst setup path** 1
• **post-cts repair resize count** 0
• **Slowest Stage Delay on Critical Path** 0.64 ns
• **critical path arrival** 1.44 ns
• **power density over cell area** 472 nW/um^2
• **setup clock skew after layout** 0.00587 ns
• **routed wire length per instance** 11.1 um
• **power share of the sequential group** 54.0%
• **switching portion of total power** 24.7%
• **Starting DRT DRC Count** 129
• **num rows** 21
• **largest net degree at the start of global routing** 18
• **global routing usage summed across all routing layers** 4.38%
• **share of the clock period used by the worst path after layout** 82.5%
• **critical path class** flip-flop to output port
• **worst reg2reg path startpoint** lsdig.cnt[0]
• **final count of hold timing violations** 0
• **Largest cells by area** sky130_fd_sc_hd__edfxtp_1 (38%), sky130_fd_sc_hd__nor2b_1 (4.9%), sky130_fd_sc_hd__o21ai_0 (4.7%), sky130_fd_sc_hd__a31oi_1 (3.9%), sky130_fd_sc_hd__and4b_1 (3.1%)
• **final worst hold slack** 0.791 ns
• **Core Area** 3420 um^2
• **upper clock frequency limit** 527 MHz
• **Hold Crit Endpoint** msdig.cnt[1]
• **Slowest-stage cell, CP** sky130_fd_sc_hd__edfxtp_1
• **number of nets with antenna violations after detailed routing** 0
• **Synth top cells by count** sky130_fd_sc_hd__edfxtp_1 (8), sky130_fd_sc_hd__o21ai_0 (6), sky130_fd_sc_hd__nor2b_1 (5)
• **type of the most critical hold path** flip-flop to flip-flop
• **Max-cap violations** 0
• **largest driver fanout on the critical path** 15
• **post-synthesis area per instance** 9.12 um^2
• **Unique cell types** 35
• **Synth flops** 8
• **run status** completed
• **Critical Path RT** 1.84 ns
• **global-route wire length before repair** 2350 um
• **count of library flops with an enable pin** 8
• **count of endpoints failing setup in the final report** 0
• **warning total across the stage logs** 25
• **die width** 80 um
• **Post-CTS Setup Inserts** 0
• **total length of routed wires** 1360 um
• **total via count in the routed design** 542
-- layer usage --
| layer | GRT usage (%) | part of all wire (%) | vias to the layer above |
|---|---|---|---|
| li1 | - | - | 280 |
| met1 | 6.31 | 49 | 251 |
| met2 | 6.26 | 42 | 9 |
| met3 | 1.36 | 8.1 | 2 |
| met4 | 0.880 | 1.4 | 0 |
| met5 | 0 | 0 | - |
-- registers in the layout (all words and copies together), names as in the netlist --
register	flops
msdig.cnt	4
lsdig.cnt	4
-- worst max-delay path by stage --
stage	from	to	slack, ns	depth (start not counted)
finish	lsdig.cnt[0]	lsd[0]	0.40	1
global route	lsdig.cnt[0]	lsd[0]	0.34	1
CTS	lsdig.cnt[0]	lsd[0]	0.41	1
-- layout by cell type, fill, tap and decap left out, types with 2 or more instances in the layout --
| cell type | instances |
|---|---|
| sky130_fd_sc_hd__a31oi_1 | 4 |
| sky130_fd_sc_hd__a21oi_1 | 2 |
| sky130_fd_sc_hd__xnor2_1 | 2 |
| sky130_fd_sc_hd__clkdlybuf4s50_1 | 11 |
| sky130_fd_sc_hd__clkbuf_4 | 3 |
| sky130_fd_sc_hd__edfxtp_1 | 8 |
| sky130_fd_sc_hd__nor2_1 | 4 |
| sky130_fd_sc_hd__nand2_1 | 3 |
| sky130_fd_sc_hd__o211ai_1 | 2 |
| sky130_fd_sc_hd__o21ai_0 | 6 |
| sky130_fd_sc_hd__and4b_1 | 2 |
| sky130_fd_sc_hd__nand3_1 | 3 |
| sky130_fd_sc_hd__nor2b_1 | 5 |
| sky130_fd_sc_hd__nor3_1 | 3 |
-- power by group through the flow --
stage / Combinational, mW / Clock, mW / Sequential, mW
after CTS: 0.0744 / 0.102 / 0.200
after global routing: 0.0822 / 0.116 / 0.203
final: 0.0729 / 0.0976 / 0.200
-- cell type report --
cell class | instances | area, um^2 | share of cell area, %
timing repair buffer | 12 | 118 | 15.0
sequential | 8 | 240 | 30.6
multi-input combinational | 52 | 340 | 43.3
inverter | 2 | 7.51 | 0.955
tap | 46 | 57.6 | 7.32
clock buffer | 3 | 22.5 | 2.87
-- logic make-up (layout without fill, tap and decap cells) --
logic type | Yosys count | count (layout) | share of synthesized area (%)
xor+xnor | 3 | 3 | 4.12
flops | 8 | 8 | 37.6
buf+inv | 10 | 17 | 9.02
compound gates | 23 | 23 | 25.3
simple gates | 26 | 26 | 23.9
No activity file was given, so power comes from the tool's default toggle rates.
