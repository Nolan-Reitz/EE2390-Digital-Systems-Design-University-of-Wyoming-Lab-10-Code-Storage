$ cat flow/run.sh
#!/bin/bash
# OpenROAD 26Q1-2900-gdf79404cd8, Yosys 0.63+post, stock flow scripts
make -C /OpenROAD-flow-scripts/flow DESIGN_CONFIG=/design/flow/config.mk WORK_HOME=/design/flow/orfs finish
$ cat flow/config.mk
export PLATFORM = sky130hd
export DESIGN_NAME = topLevel
export DESIGN_NICKNAME = topLevel
export VERILOG_FILES = /design/flow/design.v
export SDC_FILE = /design/flow/constraint.sdc
export NUM_CORES = 4
export LEC_CHECK = 1
export CORE_UTILIZATION = 40
$ cat flow/constraint.sdc
current_design topLevel

set clk_period 3.6
set clk_io_pct 0.2

create_clock -name clk0 -period $clk_period [get_ports {clk}]

set non_clock_inputs [all_inputs -no_clocks]
set_input_delay [expr $clk_period * $clk_io_pct] -clock clk0 $non_clock_inputs
set_output_delay [expr $clk_period * $clk_io_pct] -clock clk0 [all_outputs]
$ cat flow/design.v
module Mux4Machine(muxd,adrive,A,B,C,D,clk,reset,blank);
  output [3:0] muxd;  
  output [3:0] adrive;   
  input  [3:0] A,B,C,D,blank;
  input        clk,reset;
  reg    [3:0] muxd, adrive;
  parameter NUMSVAR=20;
  reg    [NUMSVAR:1] nS, S;  
  always @(posedge clk)
    if (reset) S <= 0;
    else  S <= nS;
  always @(S)
    nS = S + 1;
  always @(S[NUMSVAR:NUMSVAR-1] or A or B or C or D or blank)
  begin
    case(S[NUMSVAR:NUMSVAR-1])
        2'b11: begin muxd=A; adrive=(!blank[3] ? 4'b0111 : 4'b1111); end
        2'b10: begin muxd=B; adrive=(!blank[2] ? 4'b1011 : 4'b1111); end
        2'b01: begin muxd=C; adrive=(!blank[1] ? 4'b1101 : 4'b1111); end
        2'b00: begin muxd=D; adrive=(!blank[0] ? 4'b1110 : 4'b1111); end
        default: begin muxd=A; adrive=4'b1111; end
    endcase
  end
endmodule
module clk_div(input clk, rst, output clk_divide, faster_clk_divide);
	reg [23:0] clk_cnt;
	always @(posedge clk, posedge rst)
		if (rst) clk_cnt <= 24'd0;
		else if(clk_cnt == 24'd10000000) clk_cnt <= 24'd0;
		else clk_cnt <= clk_cnt + 24'd1;  
	assign clk_divide = clk_cnt[23];  
	assign faster_clk_divide = clk_cnt[21];
endmodule
module controller ( enable, up, resetCount, flashState, lapState, manualTrigger, start, stop, clr, countDown, timeSet, lap, clk, reset, flashing, stateOut);
	output enable, up, resetCount, flashState, lapState , manualTrigger;
	input start, stop, clr, countDown, timeSet, lap, clk, reset, flashing;
	output [2:0] stateOut;
	reg [2:0] presentState, nextState;
	parameter Zero = 3'b000, CntUp = 3'b001, CntDwn = 3'b010, HoldDisp = 3'b011, Flash = 3'b100, Lap = 3'b110, TimeJog = 3'b111;
	always @(posedge clk or posedge reset)
		if(reset) presentState <= Zero;
		else presentState <= nextState;
	always @(start, stop, clr, countDown, timeSet, lap, presentState, flashing) begin
		case (presentState)
			Zero: nextState = timeSet ? TimeJog : (start ? (countDown ? CntDwn : CntUp) : Zero);  
			CntUp: nextState = flashing ? Flash: (lap ? Lap: ( stop ? HoldDisp : CntUp));  
			CntDwn: nextState = flashing ? Flash: ( stop ? HoldDisp : CntDwn);  
			HoldDisp: nextState = clr ? Zero : (timeSet ? TimeJog : ((start ? (countDown ? CntDwn : CntUp) : HoldDisp))); 
			Flash: begin	if( start | stop) nextState = start ? (countDown ? CntDwn : CntUp) : Zero; 
					else nextState = Flash; end
			Lap: nextState = start ? (countDown ? CntDwn : CntUp): Lap;
			TimeJog: nextState = timeSet ? TimeJog : HoldDisp;
			default: nextState = Zero;
		endcase
	end
	assign enable = presentState == Zero | presentState == CntDwn | presentState == CntUp | presentState == Lap | (presentState == TimeJog & start);
	assign up = (presentState == CntUp) | (presentState == HoldDisp & ~countDown) | (presentState == Lap & ~countDown) | (presentState == TimeJog & ~countDown);
	assign resetCount = (presentState == Zero) | presentState == Flash;
	assign flashState = (presentState == Flash);
	assign lapState = presentState == Lap;
	assign stateOut = presentState; 
	assign manualTrigger = (presentState == TimeJog) & start;
endmodule
module count(cnt,clk,clr,en,up,upen,bken, rollover);
	output [3:0] cnt;
	output       upen, bken;
	output reg rollover;
	input        clk, clr, en, up;
	reg    [3:0] cnt, ncnt;
	always @(posedge clk)
	begin
		if(en)  
			if(clr)
				cnt <=  0;  
			else
				cnt <= ncnt;  
		else
			cnt <= cnt; 
	end
	always @(cnt or up)
	begin
		if(up)begin
			rollover = cnt == 9 ? 1'b1 : 1'b0;
			ncnt=(cnt==9) ? 0 : cnt+1;
		end else begin
			rollover = cnt == 0 ? 1'b1 : 1'b0;
			ncnt=(cnt==0) ? 9 : cnt-1;
		end
	end
	assign upen = (cnt==9) && up && en;
	assign bken = (cnt==0) && !up && en;
endmodule
module count5(cnt,clk,clr,en,up,upen,bken);
	output [3:0] cnt;
	output       upen, bken;
	input        clk, clr, en, up;
	reg    [3:0] cnt, ncnt;
	always @(posedge clk)
	begin
		if(en)
			if(clr)
				cnt <= 0;
			else
				cnt <= ncnt;
		else
			cnt <= cnt;
	end
	always @(cnt or up)
	begin
		if(up)
			ncnt=(cnt==5) ? 0 : cnt+1;
		else
			ncnt=(cnt==0) ? 5 : cnt-1;
	end
	assign upen = (cnt==5) && up && en;
	assign bken = (cnt==0) && !up && en;
endmodule
module counter(mins, tens, ones, tenths, flashTrue, enable, up, resetCount, manualTrigger, slow_clk, fastish_clk);
	output [3:0] mins, tens, ones, tenths;
	output flashTrue;
	input  enable, up, resetCount, manualTrigger, fastish_clk, slow_clk;
	wire tenthsUpEn, tenthsDwnEn;
	wire onesUpEn, onesDwnEn, onesEnable;
	wire tensUpEn, tensDwnEn, tensEnable;
	wire minsEnable;
	wire tenthsRollover, minsRollover;
	wire internalClock;
	assign internalClock = manualTrigger ? fastish_clk : slow_clk;
	count tenthsCount (tenths, internalClock, resetCount, enable, up, tenthsUpEn, tenthsDwnEn, tenthsRollover);
	count onesCount (ones, internalClock, resetCount, onesEnable, up, onesUpEn, onesDwnEn,);
	count5 tensCount (tens, internalClock, resetCount, tensEnable, up, tensUpEn, tensDwnEn);
	count minsCount (mins, internalClock, resetCount, minsEnable, up, , ,minsRollover);  
	assign onesEnable = (resetCount && enable) || tenthsUpEn || tenthsDwnEn;
	assign tensEnable = (resetCount && enable) || onesUpEn || onesDwnEn;
	assign minsEnable = (resetCount && enable) || tensUpEn || tensDwnEn;
	assign flashTrue = ((tenthsRollover  & mins == 0  & tens == 0 & ones == 0 & tenths == 0 & ~up) | (minsRollover & mins == 9 & tens == 5 & ones == 9 & tenths==9 & up)) & enable;
endmodule
module display (sevenSeg, displaySelect, decimal, mins, tens, ones, tenths, clk, reset, flashState, lapState);
	output [6:0] sevenSeg;
	output [3:0] displaySelect;
	output decimal;
	input [3:0] mins, tens, ones, tenths;
	input clk, reset, flashState, lapState;
	wire [3:0] hexVal;
	wire [3:0] blankDisp; 
	reg [24:0] clk_div_cnt;
	reg [3:0] minsHold, tensHold, onesHold, tenthsHold;
	always @(lapState)
	   if (lapState) begin
	       minsHold <=  minsHold;
	       tensHold <=  tensHold;
	       onesHold <=  onesHold;
	       tenthsHold <=  tenthsHold;
	   end
	   else begin 
	       minsHold <= mins;
	       tensHold <= tens;
	       onesHold <= ones;
	       tenthsHold <= tenths;
        end
	always @(posedge clk)
	   clk_div_cnt = clk_div_cnt + 1;
	assign blankDisp = flashState ? ((clk_div_cnt[24] == 1) ? 4'b1111: 4'b0000) : 4'b0000; 
	Mux4Machine mux (hexVal, displaySelect, minsHold, tensHold, onesHold, tenthsHold, clk, reset, blankDisp);
	sevenseghexdecoder decode (sevenSeg, hexVal, flashState);
	assign decimal = ~((displaySelect == 4'b0111) | (displaySelect == 4'b1101));
endmodule
`timescale 1 ns / 1ps
module sevenseghexdecoder(Seg, HexVal, flashState);
	output [0:6] Seg;
	input [3:0] HexVal;
	input flashState;
	reg [0:6] Seg;
	always @(HexVal)
	begin
	   if (~flashState)
            case (HexVal)
                4'h0:	Seg = 7'b000_0001;  
                4'h1:	Seg = 7'b100_1111;
                4'h2:	Seg = 7'b001_0010;
                4'h3:	Seg = 7'b000_0110;
                4'h4:	Seg = 7'b100_1100;
                4'h5:	Seg = 7'b010_0100;
                4'h6:	Seg = 7'b010_0000;
                4'h7:	Seg = 7'b000_1111;
                4'h8:	Seg = 7'b000_0000;
                4'h9:	Seg = 7'b000_0100;
                4'hA:	Seg = 7'b000_1000;
                4'hB:	Seg = 7'b110_0000;
                4'hC:	Seg = 7'b011_0001;
                4'hD:	Seg = 7'b100_0010;
                4'hE:	Seg = 7'b011_0000;
                4'hF:	Seg = 7'b011_1000;	
                default: Seg = 7'b111_1111;  
            endcase
          else Seg = 7'b000_0001;
	end
endmodule
module topLevel (input start, stop, clr, countDown, timeSet, lap, clk, reset, output [3:0] an, output [0:6] seg, output dp, output [2:0] stateOut);
	wire enable, up, resetCount, slow_clk, flashing, flashState, manualTrigger, fastish_clk;
	wire [3:0] mins, tens, ones, tenths;
	controller ctrl( enable, up, resetCount, flashState, lapState, manualTrigger, start, stop, clr, countDown, timeSet, lap, clk, reset, flashing, stateOut);
	counter cnt(mins, tens, ones, tenths, flashing, enable, up, resetCount, manualTrigger, slow_clk , fastish_clk);
	display disp(seg, an, dp, mins, tens, ones, tenths, clk, reset, flashState, lapState);
	clk_div clockDivider(clk, reset, slow_clk, fastish_clk);
endmodule
==> metrics.log <==
[flow] final metrics
[metrics] post-synth tally of flip-flops with integrated enable: 16
[metrics] total standard cell area after synthesis: 5380 um^2
[metrics] DRT antenna net count: 0
[metrics] OpenROAD warning count: 32
[metrics] clock buffer depth: 2
[metrics] maximum net fanout on the critical path: 9
[metrics] WP data arrival: ~2.7 ns
[metrics] leading register cell type out of synthesis: dfxtp_1
[metrics] Max Slew Vio Count: 0
[metrics] number of distinct library cells after synthesis: roughly 63
[metrics] detail-routed via count per cell: 5.39
[metrics] final tally of hold violations: 0
[metrics] Tot Pwr: about 2600 uW
[metrics] total negative slack for setup checks: 0 ns
[metrics] fraction of layout instances using a drive strength above 1: 8.12%
[metrics] Final setup violation count: 0
[metrics] Sequential cell area: roughly 2300 um^2
[metrics] slew at the pin closest to its max-slew limit: roughly 0.85 ns
[metrics] clock period minus final worst setup slack: around 3.4 ns
[metrics] instance tally after logic synthesis: approximately 600
[metrics] pin count of the biggest net entering global routing: 28
[metrics] unrepaired setup endpoints after global routing: no
[metrics] multi-input combinational cell area: approximately 2900 um^2
[metrics] clock transition at the registers of the reported paths: approximately 0.060 ns
[metrics] main kind of combinational logic by area: simple AND/OR/NAND/NOR gates
[metrics] xor/xnor share: a little under a tenth
[metrics] yosys synthesis chip area: roughly 5400 um^2
[metrics] simple share: roughly 25%
[metrics] Layout area overhead: 12.3%
[metrics] WL per Instance: about 14 um
[metrics] final setup skew: approximately 0.0073 ns
[metrics] proportion of register bits with asynchronous set or reset after synthesis: 26.0%
[metrics] nature of the critical path startpoint: flip-flop
[metrics] maximum clock frequency: 0.293 GHz
[metrics] count of endpoints without a timing constraint: 48
[metrics] total wirelength of the detailed-routed design: approximately 10 mm
[metrics] status: finished, final reports clean
[metrics] post-synthesis share of cell area spent on and-or and or-and gates: between 10% and 20%
[metrics] via count of the first global-routing pass: around 3.7k
[metrics] register pins left without a clock: 32
[metrics] clock tree from TritonCTS: built
[metrics] quantity of hold-fixing buffers added after cts: 0
[metrics] all-layer global routing usage: 15.9%
[metrics] Pre-antenna DRT Iters: 4
[metrics] Post-Synth Adder-Cell Area: 2.56%
[metrics] Remaining Overflow, GRT: 0
[metrics] kind of end point of the critical path: output port
[metrics] vias post-DR: 4133
[metrics] antenna diode count: 0
[metrics] power density relative to cell area: between 400 and 500 nW/um^2
[metrics] Fillers: approximately 1.2k
[metrics] cells on worst reg2reg path: 5
[metrics] period utilization: a little over nine tenths
[metrics] worst hold stages: 1
[metrics] Row Count: about 42
[metrics] worst min path class: reg -> reg
[metrics] Clock Latency Late Sink: approximately 0.33 ns
[metrics] Port-buffer cells: 22
[metrics] Setup Crit Path Kind: reg -> out
[metrics] number of buffers added by the clock tree synthesis step: 9
[metrics] syn avg cell area: about 9.2 um^2
[metrics] final RePlAce weighted congestion: roughly 0.88
[metrics] worst-case vdd ir drop: about 310 uV
[metrics] max_cap viols: 0
[metrics] top-level I/O count: 23
[metrics] count of routing violations after the opening detailed-route iteration: 265
[metrics] post-cts repair resize count: 0
[metrics] core utilization before placement: 40.8%
[metrics] number of warning messages in the yosys log: 8
[metrics] width of the die: roughly 120 um
[metrics] top logic cell by instance count in the layout: nor2_1
[metrics] Post-CTS Setup Repair Bufs: 0
[metrics] remaining max-slew budget at the tightest pin: 42.7%
[metrics] data required time at the worst endpoint: about 2.9 ns
[metrics] flip-flop and latch count after synthesis: between 100 and 150
[metrics] placeable core area: between 10000 and 15000 um^2
[metrics] height of the die: 118 um
[metrics] Die Size: 13900 um^2
[metrics] DRC violations left: 0
[metrics] leakage power figure: 0.00231 uW
[metrics] H-tree depth: 3
[metrics] wire length of the first global-routing pass: about 18 mm
[metrics] most frequently placed logic cells in the final layout: 53 x nor2_1, 44 x dfxtp_1, 31 x xnor2_1, 31 x nand2_1, 28 x nand4_1
[metrics] share of cell area taken by muxes after synthesis: between 4 and 5%
[metrics] antenna violations before repair: 0
[metrics] Detail Placement HPWL: between 7 and 8 mm
[metrics] Root Buffer: clkbuf_16
[metrics] cell total in the yosys stat output: about 580
layout make-up:
cell class | instances | area share (%)
clock inverter | 5 | 1.01
inverter | 20 | 1.24
sequential | 104 | 38.0
multi-input combinational | 423 | 47.3
clock buffer | 11 | 4.37
tap | 176 | 3.65
timing repair buffer | 28 | 4.39
registers in the layout, summed over array words and instances (netlist names):
register	cells
disp.clk_div_cnt	25
clockDivider.clk_cnt	24
disp.mux.S	20
cnt.minsCount.cnt	4
cnt.onesCount.cnt	4
cnt.tensCount.cnt	4
cnt.tenthsCount.cnt	4
disp.minsHold	4
disp.onesHold	4
disp.tensHold	4
disp.tenthsHold	4
ctrl.presentState	3
layer usage:
| layer | share of wire [%] | up-vias | GRT usage, % |
|---|---|---|---|
| li1 | - | 2116 | - |
| met1 | 54 | 1941 | 27.5 |
| met2 | 41 | 71 | 21.6 |
| met3 | 4.4 | 5 | 3.61 |
| met4 | 0.42 | 0 | 0.881 |
| met5 | 0 | - | 0 |
worst max-delay path, cell delays in order, from the launching register on:
cell,delay (ns)
dfxtp_2,0.44
mux4_2,0.60
inv_1,0.15
ha_1,0.23
nor2_1,0.07
a211o_1,0.27
a21oi_1,0.12
clkdlybuf4s50_1,0.47
stage by stage:
step / util (%) / hold slack, ns / instances / instance area (um^2) / worst slack, ns
after floorplan: - / 0.395 / 583 / 5380 / 1.06
after global placement: 43.3 / 0.407 / 751 / 5710 / 0.451
after detailed placement: 43.3 / 0.419 / 751 / 5710 / 0.401
after CTS: 45.8 / 0.431 / 767 / 6040 / 0.0405
after global routing: 45.8 / 0.455 / 767 / 6040 / 0.0380
final: 45.8 / 0.433 / 767 / 6040 / 0.185
cells by family (layout without fill, tap and decap cells):
logic type	after synthesis	count (layout)
latches	16	16
multiplexers	20	20
flip-flops	88	88
buffers and inverters	56	64
AND/OR/NAND/NOR	241	241
adder cells (fa/ha/maj)	11	11
AND-OR/OR-AND	93	93
XOR/XNOR	58	58
synth_stat cells, types with 10 or more instances:
library cell | instances | area [um^2]
clkbuf_1 | 27 | 101
dfrtp_1 | 27 | 676
inv_1 | 20 | 75.1
nor4_1 | 10 | 62.6
nand2_1 | 31 | 116
ha_1 | 11 | 138
a21oi_1 | 18 | 90.1
dlxtp_1 | 16 | 240
o21ai_0 | 20 | 100
nor2_1 | 53 | 199
nor2b_1 | 13 | 81.3
xor2_1 | 27 | 236
edfxtp_1 | 16 | 480
nor3_1 | 24 | 120
nand4_1 | 28 | 175
xnor2_1 | 31 | 272
nand3_1 | 26 | 130
dfxtp_1 | 45 | 901
report_power, final:
part | switching [uW] | internal (uW) | leakage (uW) | total, uW
clock | 336 | 600 | 0.000161 | 936
sequential | 90.7 | 901 | 0.00100 | 992
combinational | 384 | 277 | 0.00115 | 662
total | 811 | 1780 | 0.00231 | 2590
path summary, 6_finish.rpt:
check | endpoint | slack (ns) | start
max | seg[3] | 0.18 | disp.mux.S[19]
min | disp.clk_div_cnt[0] | 0.43 | disp.clk_div_cnt[0]
max reg2reg | ctrl.presentState[1] | 1.43 | ctrl.presentState[1]
min reg2reg | disp.clk_div_cnt[0] | 0.43 | disp.clk_div_cnt[0]
max in group asynchronous | clockDivider.clk_cnt[13] | 1.88 | reset
min in group asynchronous | clockDivider.clk_cnt[5] | 1.47 | reset
No activity file was given, so power comes from the tool's default toggle rates.
